==> ./design.v <==
module lieat_general_compress32 #(
	parameter WIDTH = 16
)(
	input  logic [WIDTH-1:0] x1,
	input  logic [WIDTH-1:0] x2,
	input  logic [WIDTH-1:0] x3,
	output logic [WIDTH-1:0] sum_o,
	output logic [WIDTH-1:0] carry_o
);
assign sum_o[WIDTH-1:0] = x1 ^ x2 ^ x3;
assign carry_o[WIDTH-1:0] = {(x1[WIDTH-2:0] & x2[WIDTH-2:0]) | (x1[WIDTH-2:0] & x3[WIDTH-2:0]) | (x2[WIDTH-2:0] & x3[WIDTH-2:0]), 1'b0};
endmodule
==> ./run.sh <==
#!/bin/bash
# OpenROAD 26Q1-2900-gdf79404cd8, Yosys 0.63+post, stock flow scripts
make -C /OpenROAD-flow-scripts/flow DESIGN_CONFIG=/design/flow/config.mk WORK_HOME=/design/flow/orfs finish
==> ./config.mk <==
export PLATFORM = sky130hd
export DESIGN_NAME = lieat_general_compress32
export DESIGN_NICKNAME = lieat_general_compress32
export VERILOG_FILES = /design/flow/design.v
export SDC_FILE = /design/flow/constraint.sdc
export NUM_CORES = 4
export LEC_CHECK = 1
export CORE_AREA = 10 10 83 83
export DIE_AREA = 0 0 93 93
==> ./constraint.sdc <==
current_design lieat_general_compress32

set clk_period 1.0
set clk_io_pct 0.2

create_clock -name clk0 -period $clk_period

set non_clock_inputs [all_inputs -no_clocks]
set_input_delay [expr $clk_period * $clk_io_pct] -clock clk0 $non_clock_inputs
set_output_delay [expr $clk_period * $clk_io_pct] -clock clk0 [all_outputs]
==> results.json <==
{
  "status": "finished with violations",
  "violations": "setup timing",
  "worst-endpoint-arrival_ns": 0.95,
  "layoutNonFillerInstCount": 166,
  "cts_hold_buffers": 0,
  "placement_rows": 26,
  "synth.largest_area_cell": "fa_1",
  "crit_buf_inv": 2,
  "core_area_um2": 5140,
  "die_area_um2": 8650,
  "synth.avg_cell_area_um2": 18.6,
  "synth_cell_type_count": 4,
  "top_area_share_pct": 89.6,
  "cap_violations": 0,
  "post_route_cells_drive_above_1_share_pct": 96.9,
  "netlist_instances": 18,
  "power.clock.fraction_pct": 0,
  "power.ir.vdd_worst_uv": 127,
  "routabilityCongestion": 0.696,
  "critical_path.startpoint_type": "input port",
  "total_drc_errors_in_the_routed_layout": 0,
  "global_route.usage.total_pct": 5.14,
  "detail-route-antenna-nets": 0,
  "final_worst_path_cycle_share_pct": 115,
  "cell_depth_of_the_worst_setup_path": 3,
  "hold_class": "input port to output port",
  "place_hpwl_um": 2270,
  "max_freq_mhz": 867,
  "ys_seq_share_pct": 0,
  "dp_cells": 166,
  "required_time_at_the_worst_slack_endpoint_ns": 0.80,
  "place_worst_setup_slack_ns": -0.914,
  "pin_count": 80,
  "synth.yosys.num_cells": 18,
  "final.hold.worst_slack_ns": 0.697,
  "die_height_um": 93,
  "critPathLaunch": "x3[12]",
  "timing.critical_path.slowest_cell_delay_ns": 0.55,
  "area.growth.synth_to_final_pct": 197,
  "yosys.stat.chipArea_um2": 335,
  "power.share.combinational_pct": 100.0,
  "openroad_warning_count": 34,
  "final_area_um2": 996,
  "cell_internal_pwr_uw": 282,
  "placed_area_um2": 1210,
  "cpMaxStageDelayCell": "fa_1",
  "post_drt_wl_per_cell_um": 14.1,
  "drv_slew": 0,
  "sequential_cell_area_um2": 0,
  "layout.sequential_cells": 0,
  "worstSetupEndpoint": "sum_o[12]",
  "final.fill_count": 607,
  "timing.final.crit_period_ns": 1.15,
  "route.antenna.diode_count": 0,
  "critical_path_class": "input port to output port",
  "count_of_port_buffers_added_during_placement": 79,
  "initial_utilization_pct": 6.52,
  "layout.clock_buffers": 0,
  "crit_path_cell_trace": "buf_6, fa_1, buf_2",
  "final_hold_viol_count": 0,
  "vias": 492,
  "globalRoute.totalOverflow": 0,
  "final.setup.worst_slack_ns": -0.154,
  "via_per_inst": 2.96,
  "tns_ns": -2.07,
  "synth_area_um2": 335,
  "grt_antenna_before_repair": 0,
  "power_switching_share_pct": 32.8,
  "die_x_um": 93,
  "leakagePower_nw": 0.478,
  "setup-violations-final": 16,
  "synthesis.yosys.warnings": 0,
  "rsz0062_at_grt": "true",
  "path_delay_family": "adder cells",
  "power-per-cell-area_nw_per_um2": 421,
  "path_max_fanout": 1,
  "synthTopCellsByCount": "fa_1 (15), buf_4 (1), conb_1 (1), xor3_1 (1)",
  "first_pass_grt_wire_length_um": 3500,
  "p_seq_share_pct": 0,
  "first_global_vias": 663,
  "drt_iter0_markers": 1,
  "netlist_top_cells_area": "fa_1 (90%), xor3_1 (7.1%), buf_4 (2.2%)",
  "pin_count_of_the_biggest_net_entering_global_routing": 2,
  "critical_path.endpoint_type": "output port",
  "yosysMostFrequentCell": "fa_1",
  "drtPass1Iterations": 2,
  "postRouteWirelength_um": 2340,
  "power.net_switching_uw": 137
}
==> worst min-delay path by stage <==
| stage | from | endpoint | slack [ns] | cells past startpoint |
|---|---|---|---|---|
| 4_1_cts | x3[12] | carry_o[13] | 0.71 | 3 |
| 6_report | x3[15] | sum_o[15] | 0.70 | 3 |
| 5_1_grt | x3[15] | sum_o[15] | 0.73 | 3 |
==> power by group through the flow <==
stage,sequential (mW),combinational (mW),clock [mW]
after CTS,0,0.427,0
after global routing,0,0.489,0
final,0,0.420,0
==> placed cells by master, fill, tap and decap left out <==
cell type  count
fa_1           1
xor3_1         1
buf_2         55
buf_6         24
fa_2          14
conb_1         1
==> repair_timing <==
item	in CTS	in global routing
pin swaps	16	7
setup endpoints to repair	31	21
gates resized	319	10
setup buffers	0	0
==> area by class of cell <==
class / count / area [um^2] / share of cell area [%]
Tap cell: 70 / 87.6 / 8.79
Timing Repair Buffer: 79 / 546 / 54.8
Multi-Input combinational cell: 17 / 363 / 36.4
==> kinds of logic after synthesis <==
family	Yosys count	synth area share [%]
xor gates and xnor gates	1	7.09
adders and majority gates	15	89.6
buffers and inverters	1	2.24
other	1	1.12
==> per-stage QoR <==
| stage | power (mW) | utilization [%] |
|---|---|---|
| final | 0.420 | 19.4 |
| after detailed placement | 0.611 | 23.5 |
| after floorplan | 0.0136 | - |
| after CTS | 0.427 | 18.5 |
| after global routing | 0.489 | 19.4 |
| after global placement | 0.601 | 23.5 |
==> per-layer routing <==
layer	track usage (%)	share of wire (%)
met1	6.51	40
met2	7.83	45
met3	3.15	15
met4	0	0
met5	0	0
Power figures rest on the tool's default switching activity, not on a simulated workload.
