==> flow/design.v <==
module lieat_exu_vpu_vunit16(
  input         clock,
  input         reset,
  input         vunit_valid,
  input  [15:0] vunit_op1,
  input  [15:0] vunit_op2,
  input         vunit_vadd,
  input         vunit_vsub,
  input         vunit_vrsub,
  output        vunit_o_valid,
  output [15:0] vunit_o_data
);
wire [15:0] vadd_res;
wire [15:0] vsub_res;
wire [15:0] vrsub_res;
assign vadd_res  = vunit_op1 + vunit_op2;
assign vsub_res  = vunit_op1 - vunit_op2;
assign vrsub_res = vunit_op2 - vunit_op1;
assign vunit_o_valid = vunit_valid;
assign vunit_o_data  = 
({16{vunit_vadd }} & vadd_res)|
({16{vunit_vsub }} & vsub_res)|
({16{vunit_vrsub}} & vrsub_res);
wire unused_ok = &{clock,reset};
endmodule
==> flow/run.sh <==
#!/bin/bash
# OpenROAD 26Q1-2900-gdf79404cd8, Yosys 0.63+post, stock flow scripts
make -C /OpenROAD-flow-scripts/flow DESIGN_CONFIG=/design/flow/config.mk WORK_HOME=/design/flow/orfs finish
==> flow/config.mk <==
export PLATFORM = sky130hd
export DESIGN_NAME = lieat_exu_vpu_vunit16
export DESIGN_NICKNAME = lieat_exu_vpu_vunit16
export VERILOG_FILES = /design/flow/design.v
export SDC_FILE = /design/flow/constraint.sdc
export NUM_CORES = 4
export LEC_CHECK = 1
export CORE_AREA = 10 10 99 99
export DIE_AREA = 0 0 109 109
==> flow/constraint.sdc <==
current_design lieat_exu_vpu_vunit16

set clk_period 10.7
set clk_io_pct 0.2

create_clock -name clk0 -period $clk_period

set non_clock_inputs [all_inputs -no_clocks]
set_input_delay [expr $clk_period * $clk_io_pct] -clock clk0 $non_clock_inputs
set_output_delay [expr $clk_period * $clk_io_pct] -clock clk0 [all_outputs]
==> run_results.csv <==
group,metric,value,unit
route,via_per_inst,5.364,
sta,maxSlewHeadroom,0.4387,
sta,setup_tns,0,ns
synthesis,ys_area,2597,um2
setup_path,cp-start-kind,"input pin",
outcome,outcome,"finished, final reports clean",
floorplan,core_area,7727,um2
floorplan,dieArea,11880,um2
power,p_int,0.08983,mW
route,drc,0,
placement,numPortBuffers,51,
setup_path,critPathRequiredTime,8.56,ns
min_path,min_path_type,"in2out",
global_route,grtUsageTotal,0.1331,
power,p_total,0.1835,mW
synthesis,yosysWarnings,0,
sta,final.min_clock_period,7.597,ns
finish,n_fill_cell,803,
setup_path,slowest_stage,"o41ai_1",
synthesis,syn_avg_cell_area,6.872,um2
finish,seq_cells,0,
synthesis,ys_cells,378,
setup_path,crit_chain,"clkdlybuf4s50_1 -> inv_1 -> ha_1 -> nand2_1 -> o41ai_1 -> o21ai_0 -> a21oi_1 -> a21oi_1 -> a211o_1 -> clkdlybuf4s50_1",
finish,logic_area,2295,um2
floorplan,io_pins,55,
placement,globalplace.congestion,0.8982,
sta,final_hold_viol_count,0,
min_path,hp-start,"vunit_valid",
floorplan,dieWidth,109,um
setup_path,cp-end-kind,"output pin",
floorplan,rows,32,
setup_path,critPathMaxFanout,16,
global_route,grt_max_degree,19,
finish,areaGrowthSynthToFinish,20.28,%
power,power_density,58.74,nW/um2
setup_path,critPathLaunch,"vunit_op1[9]",
route,drt_wl_total,7940,um
placement,hpwlAfterDp,6222,um
clocking,cts_hold_buf,0,
floorplan,fp_util,0.3361,
synthesis,topCellsByArea,"ha_1 23%, inv_1 6.8%, a21oi_1 6.6%",
sta,fmax,131.6,MHz
synthesis,ys_top_cells_by_count,"48 x ha_1, 47 x inv_1, 42 x nor2_1",
synthesis,synth_area,2597,um2
finish,drive_gt1_frac,0.02934,
synthesis,top_cell,"ha_1",
global_route,overflow,0,
global_route,grt_pass1_wl,13220,um
route,dr.pass1.iters,4,
sta,final_max_slew_viol_count,0,
global_route,grt_pass1_vias,2626,
setup_path,critPathKind,"in2out",
floorplan,die_h,109,um
route,drtIter0Drc,158,
flow_run,warnings,67,
setup_path,crit_arrival,5.46,ns
power,p_seq_frac,0,
global_route,antenna_found_initial,0,
sta,worst_pin_slew,0.8393,ns
route,diodes,0,
power,peakVddDrop,0.00002287,V
power,p_clk_frac,0,
setup_path,critical-path-max-stage-delay,0.76,ns
power,netSwitchingFraction,0.5105,
sta,rsz0062_at_grt,"false",
power,p_comb_frac,1.000,
sta,period_used_share,0.7100,
clocking,post_cts_resized,0,
power,power_switching,0.09370,mW
synthesis,netlist_instances,378,
synthesis,yosysTopAreaCell,"ha_1",
sta,finalSetupViolCount,0,
route,drtAntennaViolNets,0,
flow_run,drv_cap,0,
finish,flop_area,0,um2
finish,clock_buffers,0,
clocking,post_cts_buffers,0,
synthesis,synth.top_cell.area_share,0.2312,
synthesis,yosysSeqAreaShare,0,
route,vias,2741,
route,wl_per_cell,15.54,um
synthesis,ys_types,61,
power,p_leak,1.399,nW
cells by family after synthesis:
group,Yosys count,share of synthesized area
fa+ha+maj,51,0.2543
compound gates,137,0.3637
xor+xnor,21,0.07081
buf+inv,71,0.1166
mux,4,0.01590
simple gates,94,0.1787
path summary, 6_finish.rpt:
path                      endpoint  slack, ns  depth (start not counted)
setup / recovery  vunit_o_data[14]       3.10                         10
hold / removal       vunit_o_valid       4.28                          0
cells in the final DEF (no fill, tap or decap), types with 3 or more instances in the layout:
cell and count:
inv_1 47, nor2b_1 3, o221ai_1 4, fa_1 3, nor3_1 11, o21a_1 4
o21ai_0 22, nand3_1 6, o31a_1 3, xnor2_1 12, nand2_1 11, or3_1 3
a221oi_1 4, a2111o_1 3, xor2_1 9, a31oi_1 6, o22ai_1 5, clkinv_1 4
clkdlybuf4s50_1 51, ha_1 48, a21oi_2 3, nor2_1 42, a21oi_1 34, o21bai_1 6
a211o_1 5, a211oi_1 4, nand2b_1 6, a21o_1 8, mux2i_1 3, a221o_1 4
per-stage QoR:
stage,util,hold slack (ns),cells,area (um2),worst slack (ns)
final,0.4043,4.280,511,3124,3.103
after detailed placement,0.4043,4.280,511,3124,3.062
after global placement,0.4043,4.280,511,3124,3.097
after floorplan,-,4.346,378,2597,4.523
after global routing,0.4043,4.280,511,3124,2.731
after CTS,0.4043,4.280,511,3124,3.055
power by group through the flow:
stage | Combinational, mW | Sequential, mW | Clock, mW
finish | 0.184 | 0 | 0
global route | 0.206 | 0 | 0
CTS | 0.185 | 0 | 0
cell type report:
type                            count  area share
Multi-Input combinational cell    307      0.7345
Timing Repair Buffer               51      0.1634
Inverter                           51     0.06127
Tap cell                          102     0.04085
metal layers:
layer	routed length (um)	vias up	GRT usage
li1	-	1412	-
met1	3670	1247	0.1885
met2	3726	78	0.2211
met3	496	4	0.01553
met4	46	0	0.008475
met5	0	-	0
critical path, delay by kind of cell:
family / cells / cell delay, ns
and+or+nand+nor: 1 / 0.14
AOI/OAI and AO/OA: 5 / 1.53
buffers and inverters: 3 / 1.00
adders and majority gates: 1 / 0.64
Power figures rest on the tool's default switching activity, not on a simulated workload.
