File: design.v
module lieat_general_lzc(
  input  logic [31:0] in_i,
  output logic [4:0]  cnt_o,
  output logic        empty_o
);
wire [31:0] lzc_is_which;
wire [4:0] lzc_0_7;
wire [4:0] lzc_8_15;
wire [4:0] lzc_16_23;
wire [4:0] lzc_24_31;
genvar i;
generate 
  assign lzc_is_which[0]  = in_i[31];
  assign lzc_is_which[1]  = ~in_i[31];
  for (i = 2; i < 32; i = i + 1) begin
    assign lzc_is_which[i] = (in_i[31:32-i] == 0);
  end
endgenerate
  assign lzc_0_7 = lzc_is_which[7] ? 5'b00111 : lzc_is_which[6] ? 5'b00110 : lzc_is_which[5] ? 5'b00101 : lzc_is_which[4] ? 5'b00100 :
lzc_is_which[3] ? 5'b00011 : lzc_is_which[2] ? 5'b00010 : lzc_is_which[1] ? 5'b00001 : lzc_is_which[0] ? 5'b00000 : 5'b00000;
  assign lzc_8_15 = lzc_is_which[15] ? 5'b01111 : lzc_is_which[14] ? 5'b01110 : lzc_is_which[13] ? 5'b01101 : lzc_is_which[12] ? 5'b01100 :
lzc_is_which[11] ? 5'b01011 : lzc_is_which[10] ? 5'b01010 : lzc_is_which[9 ] ? 5'b01001 : lzc_is_which[8 ] ? 5'b01000 : 5'b00000;
  assign lzc_16_23 = lzc_is_which[23] ? 5'b10111 : lzc_is_which[22] ? 5'b10110 : lzc_is_which[21] ? 5'b10101 : lzc_is_which[20] ? 5'b10100 :
lzc_is_which[19] ? 5'b10011 : lzc_is_which[18] ? 5'b10010 : lzc_is_which[17] ? 5'b10001 : lzc_is_which[16] ? 5'b10000 : 5'b00000;
  assign lzc_24_31 = lzc_is_which[31] ? 5'b11111 : lzc_is_which[30] ? 5'b11110 : lzc_is_which[29] ? 5'b11101 : lzc_is_which[28] ? 5'b11100 :
lzc_is_which[27] ? 5'b11011 : lzc_is_which[26] ? 5'b11010 : lzc_is_which[25] ? 5'b11001 : lzc_is_which[24] ? 5'b11000 : 5'b00000;
  assign cnt_o = lzc_is_which[24] ? lzc_24_31 :
                 lzc_is_which[16] ? lzc_16_23 :
                 lzc_is_which[8 ] ? lzc_8_15  : lzc_0_7;
  assign empty_o = (in_i == 32'h0);
endmodule
File: run.sh
#!/bin/bash
# OpenROAD 26Q1-2900-gdf79404cd8, Yosys 0.63+post, stock flow scripts
make -C /OpenROAD-flow-scripts/flow DESIGN_CONFIG=/design/flow/config.mk WORK_HOME=/design/flow/orfs finish
File: config.mk
export PLATFORM = sky130hd
export DESIGN_NAME = lieat_general_lzc
export DESIGN_NICKNAME = lieat_general_lzc
export VERILOG_FILES = /design/flow/design.v
export SDC_FILE = /design/flow/constraint.sdc
export NUM_CORES = 4
export LEC_CHECK = 1
export CORE_AREA = 10 10 70 70
export DIE_AREA = 0 0 80 80
File: constraint.sdc
current_design lieat_general_lzc

set clk_period 7.0
set clk_io_pct 0.2

create_clock -name clk0 -period $clk_period

set non_clock_inputs [all_inputs -no_clocks]
set_input_delay [expr $clk_period * $clk_io_pct] -clock clk0 $non_clock_inputs
set_output_delay [expr $clk_period * $clk_io_pct] -clock clk0 [all_outputs]
==> results.py <==
# Physical implementation metrics
metrics = {
    "floorplan": {
        "top_level_i_o_count": 38,
        "num_rows": 21,
        "floorplan.die.width_um": 80,
        "fp_util_pct": 11.4,
        "die_area_um2": 6400,
        "die_height_um": 80,
        "core_area_um2": 3420,
    },
    "power_and_ir_drop": {
        "proportion_of_power_drawn_by_flip_flops_and_latches_pct": 0,
        "power.combinational.fraction_pct": 100.0,
        "netSwitchingFraction_pct": 36.4,
        "switching_power_uw": 12.4,
        "pwr_density_cell_nw_per_um2": 41.4,
        "cellInternalPower_uw": 21.8,
        "pwr-share-clk_pct": 0,
        "cellLeakagePower_nw": 0.284,
        "worst_ir_drop_vdd_uv": 13.7,
    },
    "yosys": {
        "seq_area_frac_synth_pct": 0,
        "ys.warnings.count": 0,
        "synth.top_cell.area_share_pct": 16.4,
        "post_synth.cell_area_avg_um2": 6.18,
        "yosys.stat.chipArea_um2": 389,
        "yosys-top-cells-area": "nor4_4 (16%), nor2_1 (14%), a21oi_1 (6.4%), nor3_1 (6.4%), nand2_1 (5.8%)",
        "synthDistinctLibCells": 24,
        "synthCells": 63,
        "synth.largest_area_cell": "nor4_4",
        "post_synth_instance_area_um2": 389,
        "synth_stat.cells": 63,
    },
    "final_timing": {
        "fin_hold_ws_ns": 3.81,
        "post-route-worst-setup-slack_ns": 1.92,
        "finalCritPeriodShare_pct": 72.6,
        "final-max-slew-violation-count": 0,
        "grt_setup_unrepaired": "false",
        "slew-limit-headroom_pct": 61.7,
        "timing.final.crit_period_ns": 5.08,
        "timing.final.hold_violations": 0,
        "totalNegativeSetupSlack_ns": 0,
        "worst_slew_pin_slew_ns": 0.569,
        "total_setup_violations_reported_at_the_end_of_the_flow": 0,
        "achievable-frequency_mhz": 197,
    },
    "global_route": {
        "groute.usage.overall_pct": 5.43,
        "overflow": 0,
        "grt_pass1_vias": 630,
        "grt_first_pass_wirelength_mm": 2.82,
        "grt_max_degree": 8,
        "initial_antenna_violation_count": 0,
    },
    "clock_network": {
        "postCtsResizedCells": 0,
        "ctsHoldBuffers": 0,
        "number_of_buffers_added_for_setup_after_cts": 0,
    },
    "worst_setup_path": {
        "data_arrival_critical_path_ns": 3.68,
        "worstPathMaxFanout": 4,
        "criticalPathCategory": "in2out",
        "critPathLaunchType": "input port",
        "endpoint_required_time_on_the_critical_path_ns": 5.60,
        "timing.critical_path.to_type": "output port",
    },
    "layout": {
        "area_delta_synth_final_pct": 113,
        "post_route_cells_drive_above_1_share_pct": 7.92,
        "seq_cell_count": 0,
        "postLayoutCellArea_um2": 827,
        "layoutNonFillerInstCount": 147,
        "clock_buffers": 0,
        "regArea_um2": 0,
    },
    "routing": {
        "drt_iter0_drc": 10,
        "ant_nets": 0,
        "routed-via-count": 577,
        "drt-total-wl_mm": 1.76,
        "avgViaCountPerCell": 3.93,
        "drcViolationCount": 0,
        "route.antenna.diode_count": 0,
        "wire_per_inst_um": 12.0,
        "drt_first_pass_iters": 4,
    },
    "placed_design": {
        "place_inst": 147,
        "detailedPlace.worstSlack_ns": 1.89,
        "dp_hpwl_mm": 1.62,
        "dpl-instance-area_um2": 827,
        "place_congestion": 0.812,
        "number_of_input_and_output_port_buffers_inserted": 38,
    },
    "outcome": {
        "outcome": "finished, final reports clean",
    },
    "min_path": {
        "hold_end": "empty_o",
        "hold_path_depth": 5,
        "hold_path.class": "in2out",
        "hold_path.startpoint": "in_i[0]",
    },
    "job": {
        "tool_warnings": 32,
        "cap_violations": 0,
    },
}
## worst max path at each step
stage	from	end	slack (ns)
CTS	in_i[21]	empty_o	1.89
global route	in_i[21]	empty_o	1.77
finish	in_i[21]	empty_o	1.92
## cells by family (layout without fill, tap and decap cells)
group           Yosys count  count (layout)  share of synthesized area, %
buf+inv                   6              44                          5.79
compound gates           17              17                          27.0
simple gates             40              40                          67.2
## synthesized netlist by cell type, types with 2 or more instances
cell type	n
nor2_1	15
nand2_1	6
a21oi_1	5
inv_1	5
nor3_1	5
o21ai_0	4
nor4_4	3
a32oi_1	2
nand2b_1	2
o21ai_1	2
## routing by layer
metal | vias up | wire (um) | global-route usage (%)
met5 | - | 0 | 0
met4 | 0 | 0 | 0
met3 | 0 | 158 | 1.82
met2 | 20 | 775 | 8.91
met1 | 244 | 823 | 7.12
li1 | 313 | - | -
## stage by stage
step | total power, mW | util, %
after floorplan | 0.00807 | -
after global placement | 0.0339 | 24.2
after detailed placement | 0.0344 | 24.2
after CTS | 0.0346 | 24.2
after global routing | 0.0376 | 24.2
final | 0.0342 | 24.2
## power groups by stage
stage | registers, mW | logic, mW | clock network, mW
CTS | 0 | 0.0346 | 0
global route | 0 | 0.0376 | 0
finish | 0 | 0.0342 | 0
## placed cells by master (no fill, tap or decap), types with 2 or more instances in the layout
cell type / n
nand2b_1: 2
nand2_1: 6
nor3_1: 5
nor4_4: 3
nor2_1: 15
clkdlybuf4s50_1: 38
a21oi_1: 5
o21ai_1: 2
inv_1: 5
o21ai_0: 4
a32oi_1: 2
## layout make-up
cell class / instances / area (um^2)
well taps: 46 / 57.6
inverters: 6 / 22.5
multi-input cells: 57 / 367
fillers: 381 / 2590
repair buffers: 38 / 380
## critical path, cell delays in order
cell	delay, ns
clkdlybuf4s50_1	0.44
or4_4	0.56
nand2b_4	0.18
nor4_4	0.28
nand3_2	0.13
nor3_2	0.19
clkdlybuf4s50_1	0.49
No activity file was given, so power comes from the tool's default toggle rates.
