File: ./design.v
module lieat_exu_vpu_vunit08(
  input        clock,
  input        reset,
  input        vunit_valid,
  input  [7:0] vunit_op1,
  input  [7:0] vunit_op2,
  input        vunit_vadd,
  input        vunit_vsub,
  input        vunit_vrsub,
  output       vunit_o_valid,
  output [7:0] vunit_o_data
);
wire [7:0] vadd_res;
wire [7:0] vsub_res;
wire [7:0] vrsub_res;
assign vadd_res  = vunit_op1 + vunit_op2;
assign vsub_res  = vunit_op1 - vunit_op2;
assign vrsub_res = vunit_op2 - vunit_op1;
assign vunit_o_valid = vunit_valid;
assign vunit_o_data  = 
({8{vunit_vadd }} & vadd_res)|
({8{vunit_vsub }} & vsub_res)|
({8{vunit_vrsub}} & vrsub_res);
wire unused_ok = &{clock,reset};
endmodule
File: ./run.sh
#!/bin/bash
# OpenROAD 26Q1-2900-gdf79404cd8, Yosys 0.63+post, stock flow scripts
make -C /OpenROAD-flow-scripts/flow DESIGN_CONFIG=/design/flow/config.mk WORK_HOME=/design/flow/orfs finish
File: ./config.mk
export PLATFORM = sky130hd
export DESIGN_NAME = lieat_exu_vpu_vunit08
export DESIGN_NICKNAME = lieat_exu_vpu_vunit08
export VERILOG_FILES = /design/flow/design.v
export SDC_FILE = /design/flow/constraint.sdc
export NUM_CORES = 4
export LEC_CHECK = 1
export CORE_AREA = 10 10 90 90
export DIE_AREA = 0 0 100 100
File: ./constraint.sdc
current_design lieat_exu_vpu_vunit08

set clk_period 3.8
set clk_io_pct 0.2

create_clock -name clk0 -period $clk_period

set non_clock_inputs [all_inputs -no_clocks]
set_input_delay [expr $clk_period * $clk_io_pct] -clock clk0 $non_clock_inputs
set_output_delay [expr $clk_period * $clk_io_pct] -clock clk0 [all_outputs]
==> run summary <==
yosys + openroad results -> antenna cells=0, gr ovfl total=0, syn_area_per_cell=7.46 um2, number of global-route vias before repair=around 1100, via count=approximately 1100, final hold violation count=0, sw power=110 uW, M1 WL=1520 um, met2 WL post-DR=roughly 1300 um, Worst Hold Launch=vunit_valid, RSZ-0062 raised after global routing=false, Comb area=between 0.001 and 0.0015 mm2, Synth cell types=46, Worst Path Arrival=around 2900 ps, initial DRC count=57, HPWL Detailed=between 2000 and 3000 um, flop count=0, hold worst-path end=vunit_o_valid, clkbuf count=0, num rows=29, Die H=100 um, DP Area=roughly 0.0016 mm2, routability congestion estimate=0.859, MaxCap Viol Count=0, Top Metal Used=met3, layout cells sized above 1=0.316, largest net degree at the start of global routing=9, register area share after synthesis=0, PwrDens=about 150 mW/mm2, final setup margin=~110 ps, core area=~0.0063 mm2, post-DR vias/cell=4.10, Clk pwr share=0, CP required=3040 ps, Hold Path Depth=0, P_int=approximately 150 uW, sw frac=0.419, CP peak stage delay=410 ps, Yosys chip area=about 0.0010 mm2, Detail Route Antenna Nets=0, Mapped Area=0.00101 mm2, hold_buf cts=0, tool warnings=49, Post-route DRC=0, PortBufs=27, nature of the critical path endpoint=primary output, worst hold slack=approximately 1500 ps, Seq. cell area=0 um2, GR Util All Layers=0.0588, fp_density=0.160, Flop pwr share=0, Final Max Slew Viols=0, Startpoint Class=input port, fin area=0.00170 mm2, global-route wire length before repair=5070 um, Max-slew headroom=0.742, initial antenna violation count=0, cell-by-cell trace of the critical path=dlygate4sd2_1, ha_4, or3_4, o221a_4, a21oi_4, xnor2_1, a221o_1, clkdlybuf4s50_1, Avg WL per Cell=approximately 11 um, Syn Inst Count=135, post-layout period usage=0.970, Max rail drop VDD=approximately 49 uV, Area Overhead vs Synth=69.1%, post-layout min period=~3700 ps, pre-CTS WS=-301 ps, Static Leak=0.000801 uW, Hold Crit Class=in2out, Critical-path top delay cell=clkdlybuf4s50_1, final setup vio count=0, Synth Warn #=0, number of cells in Yosys stat=about 140, Routed WL=between 3000 and 4000 um, Ports=31, Cells after DPL=264, drt first pass iters=4, Die X=roughly 100 um, DIE AREA=~0.01 mm2, FMAX=between 0.2 and 0.3 GHz, outcome=completed, met3 WL=between 150 and 200 um, Fillers=between 600 and 700, worst slew pin tran=approximately 380 ps, Logic pwr share=1.000, Critical Path Fanout Max=4, Final Instance Count excl. Fillers=around 270, Setup TNS=0 ps, WS Path Type=in2out
## area by class of cell
cell class,instances,share of cell area
Inverter,27,0.0595
Tap cell,77,0.0566
Timing Repair Buffer,59,0.295
Multi-Input combinational cell,104,0.589
## power by group through the flow
stage         Sequential [uW]  Combinational [uW]  Clock [uW]
global route                0                 292           0
finish                      0                 261           0
CTS                         0                 252           0
## worst max path at each step
stage                         from         endpoint  slack, ps  cells after the start
final                 vunit_op2[2]  vunit_o_data[7]        110                      8
after global routing  vunit_op1[5]  vunit_o_data[7]          7                     11
after CTS             vunit_op1[5]  vunit_o_data[7]         20                      9
## logic make-up (layout without fill, tap and decap cells)
group / count (synthesis) / after routing / share of synthesized area
compound gates: 45 / 45 / 0.338
simple gates: 23 / 23 / 0.119
buf+inv: 31 / 86 / 0.124
fa+ha+maj: 24 / 24 / 0.313
xor+xnor: 11 / 11 / 0.0957
mux: 1 / 1 / 0.00994
## cells in the final DEF, fill, tap and decap left out, types with 2 or more instances in the layout
master           netlist  layout
dlygate4sd2_1          0      11
a21o_1                 2       2
ha_1                  22      17
a21oi_2                0       4
o21ai_0                6       5
a21oi_1               10       5
xor2_1                 2       2
o22ai_1                3       3
nor2_1                 8       7
inv_1                 27      24
o21ai_2                0       2
ha_4                   0       4
nand2b_1               2       2
a222oi_1               2       2
nor2b_1                3       2
nand2_1                3       3
o31a_1                 2       2
a221oi_1               2       2
inv_2                  0       3
xnor2_1                9       9
buf_4                  1      31
clkdlybuf4s50_1        0      15
a21oi_4                1       2
## worst max-delay path, delay by kind of cell
family	cells	cell delay, ps
simple gates	1	380
buf+inv	2	690
compound gates	3	750
fa+ha+maj	1	270
xor+xnor	1	70
## Yosys cell counts, types with 2 or more instances
master	n	area, um2
a221oi_1	2	17.5
inv_1	27	101
nor2b_1	3	18.8
nor2_1	8	30.0
a21oi_1	10	50.1
xnor2_1	9	78.8
fa_1	2	40.0
o22ai_1	3	18.8
o21ai_0	6	30.0
xor2_1	2	17.5
a21o_1	2	15.0
a222oi_1	2	20.0
nand2_1	3	11.3
o31a_1	2	17.5
nand2b_1	2	12.5
ha_1	22	275
## per-stage QoR
step | util | power (uW)
2_1_floorplan | - | 123
3_3_place_gp | 0.250 | 241
3_5_place_dp | 0.250 | 242
4_1_cts | 0.261 | 252
5_1_grt | 0.271 | 292
6_report | 0.271 | 261
## routing by layer
metal  track usage  vias to the layer above
met5             0                        -
met4             0                        0
met3       0.00972                        0
met2        0.0966                       20
met1        0.0838                      494
li1              -                      582
## repair_timing
| action | 4_1_cts | 5_1_grt |
|---|---|---|
| setup endpoints to repair | 5 | 2 |
| setup buffers | 2 | 2 |
| pin swaps | 12 | 6 |
| gates resized | 28 | 11 |
| cloned | 0 | 0 |
Power is estimated from default activity; no workload was simulated.
