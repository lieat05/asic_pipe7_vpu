$ cat ./config.mk
export PLATFORM = sky130hd
export DESIGN_NAME = lieat_general_radix_4_qds
export DESIGN_NICKNAME = lieat_general_radix_4_qds
export VERILOG_FILES = /design/flow/design.v
export SDC_FILE = /design/flow/constraint.sdc
export NUM_CORES = 4
export LEC_CHECK = 1
export CORE_AREA = 10 10 98 98
export DIE_AREA = 0 0 108 108
$ cat ./constraint.sdc
current_design lieat_general_radix_4_qds

set clk_period 9.2
set clk_io_pct 0.2

create_clock -name clk0 -period $clk_period

set non_clock_inputs [all_inputs -no_clocks]
set_input_delay [expr $clk_period * $clk_io_pct] -clock clk0 $non_clock_inputs
set_output_delay [expr $clk_period * $clk_io_pct] -clock clk0 [all_outputs]
$ cat ./design.v
module lieat_general_radix_4_qds #(
	parameter WIDTH = 32,
	parameter ITN_WIDTH = WIDTH + 4,
	parameter QUOT_ONEHOT_WIDTH = 5
)(
	input  logic [ITN_WIDTH-1:0] rem_sum_i,
	input  logic [ITN_WIDTH-1:0] rem_carry_i,
	input  logic [WIDTH-1:0] divisor_i,
	input  logic [5-1:0] qds_para_neg_1_i,
	input  logic [3-1:0] qds_para_neg_0_i,
	input  logic [2-1:0] qds_para_pos_1_i,
	input  logic [5-1:0] qds_para_pos_2_i,
	input  logic special_divisor_i,
	input  logic [QUOT_ONEHOT_WIDTH-1:0] prev_quot_digit_i,
	output logic [QUOT_ONEHOT_WIDTH-1:0] quot_digit_o
);
localparam QUOT_NEG_2 = 0;
localparam QUOT_NEG_1 = 1;
localparam QUOT_POS_1 = 3;
localparam QUOT_POS_2 = 4;
logic [(ITN_WIDTH + 4)-1:0] rem_sum_mul_16;
logic [(ITN_WIDTH + 4)-1:0] rem_carry_mul_16;
logic [7-1:0] rem_sum_mul_16_trunc_2_5;
logic [7-1:0] rem_carry_mul_16_trunc_2_5;
logic [7-1:0] rem_sum_mul_16_trunc_3_4;
logic [7-1:0] rem_carry_mul_16_trunc_3_4;
logic [7-1:0] para_m_neg_1_trunc_2_5;
logic [7-1:0] para_m_neg_0_trunc_3_4;
logic [7-1:0] para_m_pos_1_trunc_3_4;
logic [7-1:0] para_m_pos_2_trunc_2_5;
logic [ITN_WIDTH-1:0] divisor;
logic [(ITN_WIDTH + 2)-1:0] divisor_mul_4;
logic [(ITN_WIDTH + 2)-1:0] divisor_mul_8;
logic [(ITN_WIDTH + 2)-1:0] divisor_mul_neg_4;
logic [(ITN_WIDTH + 2)-1:0] divisor_mul_neg_8;
logic [7-1:0] divisor_mul_4_trunc_2_5;
logic [7-1:0] divisor_mul_4_trunc_3_4;
logic [7-1:0] divisor_mul_8_trunc_2_5;
logic [7-1:0] divisor_mul_8_trunc_3_4;
logic [7-1:0] divisor_mul_neg_4_trunc_2_5;
logic [7-1:0] divisor_mul_neg_4_trunc_3_4;
logic [7-1:0] divisor_mul_neg_8_trunc_2_5;
logic [7-1:0] divisor_mul_neg_8_trunc_3_4;
logic [7-1:0] divisor_for_sd_trunc_3_4;
logic [7-1:0] divisor_for_sd_trunc_2_5;
logic sd_m_neg_1_sign;
logic sd_m_neg_0_sign;
logic sd_m_pos_1_sign;
logic sd_m_pos_2_sign;
assign rem_sum_mul_16 = {rem_sum_i, 4'b0};
assign rem_carry_mul_16 = {rem_carry_i, 4'b0};
assign rem_sum_mul_16_trunc_2_5 = rem_sum_mul_16[(ITN_WIDTH    ) -: 7];
assign rem_sum_mul_16_trunc_3_4 = rem_sum_mul_16[(ITN_WIDTH + 1) -: 7];
assign rem_carry_mul_16_trunc_2_5 = rem_carry_mul_16[(ITN_WIDTH    ) -: 7];
assign rem_carry_mul_16_trunc_3_4 = rem_carry_mul_16[(ITN_WIDTH + 1) -: 7];
assign para_m_neg_1_trunc_2_5 = {1'b0, qds_para_neg_1_i, 1'b0};
assign para_m_neg_0_trunc_3_4 = {3'b0, qds_para_neg_0_i, special_divisor_i};
assign para_m_pos_1_trunc_3_4 = {4'b1111, qds_para_pos_1_i, special_divisor_i};
assign para_m_pos_2_trunc_2_5 = {1'b1, qds_para_pos_2_i, 1'b0};
assign divisor = {1'b0, divisor_i, 3'b0};
assign divisor_mul_4 = {divisor, 2'b0};
assign divisor_mul_8 = {divisor[ITN_WIDTH-2:0], 3'b0};
assign divisor_mul_neg_4 = ~{divisor, 2'b0};
assign divisor_mul_neg_8 = ~{divisor[ITN_WIDTH-2:0], 1'b0, 2'b0};
assign divisor_mul_4_trunc_2_5 = divisor_mul_4[(ITN_WIDTH    ) -: 7];
assign divisor_mul_4_trunc_3_4 = divisor_mul_4[(ITN_WIDTH + 1) -: 7];
assign divisor_mul_8_trunc_2_5 = divisor_mul_8[(ITN_WIDTH    ) -: 7];
assign divisor_mul_8_trunc_3_4 = divisor_mul_8[(ITN_WIDTH + 1) -: 7];
assign divisor_mul_neg_4_trunc_2_5 = divisor_mul_neg_4[(ITN_WIDTH    ) -: 7];
assign divisor_mul_neg_4_trunc_3_4 = divisor_mul_neg_4[(ITN_WIDTH + 1) -: 7];
assign divisor_mul_neg_8_trunc_2_5 = divisor_mul_neg_8[(ITN_WIDTH    ) -: 7];
assign divisor_mul_neg_8_trunc_3_4 = divisor_mul_neg_8[(ITN_WIDTH + 1) -: 7];
assign divisor_for_sd_trunc_2_5 = 
  ({(7){prev_quot_digit_i[QUOT_NEG_2]}} & divisor_mul_8_trunc_2_5)
| ({(7){prev_quot_digit_i[QUOT_NEG_1]}} & divisor_mul_4_trunc_2_5)
| ({(7){prev_quot_digit_i[QUOT_POS_1]}} & divisor_mul_neg_4_trunc_2_5)
| ({(7){prev_quot_digit_i[QUOT_POS_2]}} & divisor_mul_neg_8_trunc_2_5);
assign divisor_for_sd_trunc_3_4 = 
  ({(7){prev_quot_digit_i[QUOT_NEG_2]}} & divisor_mul_8_trunc_3_4)
| ({(7){prev_quot_digit_i[QUOT_NEG_1]}} & divisor_mul_4_trunc_3_4)
| ({(7){prev_quot_digit_i[QUOT_POS_1]}} & divisor_mul_neg_4_trunc_3_4)
| ({(7){prev_quot_digit_i[QUOT_POS_2]}} & divisor_mul_neg_8_trunc_3_4);
lieat_general_radix_4_sign_detector
u_sd_m_neg_1 (
	.rem_sum_msb_i(rem_sum_mul_16_trunc_2_5),
	.rem_carry_msb_i(rem_carry_mul_16_trunc_2_5),
	.parameter_i(para_m_neg_1_trunc_2_5),
	.divisor_i(divisor_for_sd_trunc_2_5),
	.sign_o(sd_m_neg_1_sign)
);
lieat_general_radix_4_sign_detector
u_sd_m_neg_0 (
	.rem_sum_msb_i(rem_sum_mul_16_trunc_3_4),
	.rem_carry_msb_i(rem_carry_mul_16_trunc_3_4),
	.parameter_i(para_m_neg_0_trunc_3_4),
	.divisor_i(divisor_for_sd_trunc_3_4),
	.sign_o(sd_m_neg_0_sign)
);
lieat_general_radix_4_sign_detector
u_sd_m_pos_1 (
	.rem_sum_msb_i(rem_sum_mul_16_trunc_3_4),
	.rem_carry_msb_i(rem_carry_mul_16_trunc_3_4),
	.parameter_i(para_m_pos_1_trunc_3_4),
	.divisor_i(divisor_for_sd_trunc_3_4),
	.sign_o(sd_m_pos_1_sign)
);
lieat_general_radix_4_sign_detector
u_sd_m_pos_2 (
	.rem_sum_msb_i(rem_sum_mul_16_trunc_2_5),
	.rem_carry_msb_i(rem_carry_mul_16_trunc_2_5),
	.parameter_i(para_m_pos_2_trunc_2_5),
	.divisor_i(divisor_for_sd_trunc_2_5),
	.sign_o(sd_m_pos_2_sign)
);
lieat_general_radix_4_sign_coder
u_sign_coder (
	.sd_m_neg_1_sign_i(sd_m_neg_1_sign),
	.sd_m_neg_0_sign_i(sd_m_neg_0_sign),
	.sd_m_pos_1_sign_i(sd_m_pos_1_sign),
	.sd_m_pos_2_sign_i(sd_m_pos_2_sign),
	.quot_o(quot_digit_o)
);
wire unused_ok =&{divisor_mul_neg_8,divisor_mul_neg_4,divisor_mul_8,divisor_mul_4,rem_carry_mul_16,rem_sum_mul_16};
endmodule
module lieat_general_radix_4_sign_coder #(
)(
	input  logic sd_m_neg_1_sign_i,
	input  logic sd_m_neg_0_sign_i,
	input  logic sd_m_pos_1_sign_i,
	input  logic sd_m_pos_2_sign_i,
	output logic [5-1:0] quot_o
);
localparam QUOT_NEG_2 = 0;
localparam QUOT_NEG_1 = 1;
localparam QUOT_ZERO  = 2;
localparam QUOT_POS_1 = 3;
localparam QUOT_POS_2 = 4;
logic [4-1:0] sign;
assign sign = {sd_m_pos_2_sign_i, sd_m_pos_1_sign_i, sd_m_neg_0_sign_i, sd_m_neg_1_sign_i};
assign quot_o[QUOT_POS_2] = (sign[3:1] == 3'b000);
assign quot_o[QUOT_POS_1] = (sign[3:1] == 3'b100);
assign quot_o[QUOT_ZERO ] = (sign[2:1] == 2'b10);
assign quot_o[QUOT_NEG_1] = (sign[2:0] == 3'b110);
assign quot_o[QUOT_NEG_2] = (sign[2:0] == 3'b111);
endmodule
module lieat_general_radix_4_sign_detector #(
)(
	input  logic[7-1:0] rem_sum_msb_i,
	input  logic[7-1:0] rem_carry_msb_i,
	input  logic[7-1:0] parameter_i,
	input  logic[7-1:0] divisor_i,
	output logic sign_o
);
logic [6-1:0] unused_bit;
assign {sign_o, unused_bit} = rem_sum_msb_i + rem_carry_msb_i + parameter_i + divisor_i;
endmodule
$ cat ./run.sh
#!/bin/bash
# OpenROAD 26Q1-2900-gdf79404cd8, Yosys 0.63+post, stock flow scripts
make -C /OpenROAD-flow-scripts/flow DESIGN_CONFIG=/design/flow/config.mk WORK_HOME=/design/flow/orfs finish
==> results_slide.txt <==
Flow Results at a Glance

Logic synthesis
  – Chip Area, Yosys: 0.00158 mm²
  – Top-area cell share: 0.245
  – Synth Cell Area: 0.00158 mm²
  – Most numerous cell in the Yosys netlist: inv_1
  – Cell Type Count: 32
  – Cells after Synth: ~190
  – Synth top cells by count: inv_1, ha_1, a21oi_1
  – Avg Cell Area, Syn: 8.29 µm²
  – Cells in synth_stat.txt: between 150 and 200
  – Post-synth top area cell: ha_1
  – Seq/Total Area, Yosys: 0
  – Top cells by area: ha_1, fa_1, inv_1, mux2i_1, xnor2_1
  – Syn. warnings: 0

Critical path
  – CP Cell Sequence: clkdlybuf4s50_1 -> ha_1 -> fa_1 -> a21o_1 -> a21oi_1 -> o21ai_0 -> xnor2_1 -> fa_1 -> inv_1 -> ha_1 -> a21oi_1 -> o21ai_0 -> a21oi_1 -> xnor2_1 -> xor2_1 -> a21boi_1 -> clkdlybuf4s50_1
  – Most frequent CP cell: a21oi_1
  – CP max FO: 3
  – WP data arrival: approximately 6.2 ns
  – Slowest cell on the critical path: clkdlybuf4s50_1
  – Max incr delay on CP: about 0.48 ns
  – Worst path required time: roughly 7.4 ns
  – Crit path launch type: input port
  – Setup CP Type: in -> out
  – Type of destination of the critical path: primary output

Outcome
  – Run status: finished clean

Timing
  – Measured slew at the worst slew-check pin: between 0.5 and 0.6 ns
  – Slew Viols, Final: 0
  – Sum Neg Setup Slack: 0 ns
  – Tcrit/Tclk final: 0.874
  – Minimum clock period: around 8.0 ns
  – Max Clock Freq: around 0.12 GHz
  – Setup violations, final: 0
  – Final Hold Viols: 0
  – Final WS setup: 1.16 ns
  – Slew HR: 0.657
  – RSZ-0062 raised after global routing: false
  – Hold slack: between 5 and 6 ns

Placed design
  – Placed Instance Area: about 0.0022 mm²
  – I/O Buffers: 49
  – Dpl cells: 339
  – GP Congestion: slightly above 0.8
  – Dpl hpwl: approximately 3700 µm
  – Dpl ws: around 1.1 ns

Floorplanning
  – Placement Rows: 32
  – Fp_density: 0.207
  – Num ports: around 130
  – Die H: ~110 µm
  – Die area: approximately 0.012 mm²
  – Die width: roughly 110 µm
  – Core area: 0.00765 mm²

Route
  – Initial drt markers: 38
  – Residual DRC count: 0
  – Routed WL: slightly above 4000 µm
  – Wire length per cell: about 12 µm
  – N_diodes: 0
  – First-pass DRT Iterations: 4
  – Routed Antenna Nets: 0
  – Via Count: 1,365
  – Via/cell ratio: roughly 4.0

Global routing
  – GRT Max-Usage Layer: met2
  – Grt total ovfl: 0
  – Met1 GRT Util: 0.0973
  – First-pass GRT wire length: between 6000 and 7000 µm
  – Initial antenna violation count: 0
  – M2 GR Usage: 0.115
  – Met3 Usage GRT: 0.0157
  – Largest net degree at the start of global routing: 9
  – Total track usage: 0.0697
  – Number of global-route vias before repair: about 1,400

Flow run
  – Max Cap Viol: 0
  – Warning total across the stage logs: roughly 120

Clocking
  – Hold bufs inserted after CTS: 0
  – Setup bufs post-CTS: 0
  – CTS resizes: 0

Power
  – Power share of the clock group: 0
  – Pint: roughly 130 µW
  – Total power draw: 248 µW
  – Reg power frac: 0
  – Switch share: 0.476
  – Net Sw Power: between 100 and 150 µW
  – Worst IR Drop VDD: approximately 32 µV
  – Leakage power: around 1.1 nW
  – Logic pwr share: 1.000
  – Pwr Density: between 100 and 150 mW/mm²

Cells and area
  – Area delta synth->final: 37.7%
  – Fillers: about 790
  – Seq_cells: 0
  – Non-filler cells, final: between 300 and 400
  – Clock buffers: 0
  – Ratio of cells with drive above 1 in the final layout: 0.0211
  – Finished Cell Area: between 0.002 and 0.0025 mm²
  – Final Util: 0.285
  – Register cell area after layout: 0 µm²

Hold path
  – HP Class: in -> out
-- cells by family after synthesis --
logic type,Yosys count,synth area share
AND-OR/OR-AND,39,0.154
XOR/XNOR,22,0.131
adder cells (fa/ha/maj),46,0.435
buffers and inverters,43,0.108
multiplexers,14,0.0885
AND/OR/NAND/NOR,27,0.0830
-- worst paths after layout --
path | start | endpoint | slack (ns) | cells past startpoint
worst min-delay path | rem_sum_i[32] | quot_digit_o[2] | 5.03 | 7
worst max-delay path | rem_sum_i[27] | quot_digit_o[3] | 1.16 | 17
-- worst max-delay path: cells and delay by family --
kind | cells | cell delay [ns]
adder cells (fa/ha/maj) | 4 | 1.40
XOR/XNOR | 3 | 0.71
AND-OR/OR-AND | 7 | 1.28
buffers and inverters | 3 | 0.98
-- cells in the final DEF, fill, tap and decap left out, types with 2 or more instances in the layout --
cell type,n
o21ai_0,4
a21o_1,5
clkdlybuf4s50_1,49
o31ai_1,2
nand3_1,3
fa_1,15
nand2_1,14
a21oi_1,18
ha_1,31
xor2_1,9
xnor2_1,11
mux2i_1,14
xnor2_2,2
nor3_1,2
nand3b_1,2
a21boi_1,2
inv_1,40
a31oi_1,2
-- power by group through the flow --
stage | logic (mW) | clock network, mW | registers (mW)
after CTS | 0.253 | 0 | 0
after global routing | 0.287 | 0 | 0
final | 0.248 | 0 | 0
-- per-layer routing --
metal,vias to the layer above,wire length [µm]
met5,-,0
met4,0,0
met3,0,298
met2,30,1780
met1,609,1940
li1,726,-
-- layout make-up --
class,count,area [µm²],share of cell area
inverter,40,150,0.0689
multi-input combinational,148,1410,0.648
tap,102,128,0.0586
timing repair buffer,49,490,0.225
Power figures rest on the tool's default switching activity, not on a simulated workload.
